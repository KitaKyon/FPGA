$ cat design/flow/config.mk
export PLATFORM = sky130hd
export DESIGN_NAME = oe_gen
export DESIGN_NICKNAME = oe_gen
export VERILOG_FILES = /design/flow/design.v
export SDC_FILE = /design/flow/constraint.sdc
export NUM_CORES = 4
export LEC_CHECK = 1
export CORE_AREA = 10 10 70 70
export DIE_AREA = 0 0 80 80
$ cat design/flow/constraint.sdc
current_design oe_gen

set clk_period 3.2
set clk_io_pct 0.2

create_clock -name clk0 -period $clk_period [get_ports {clk}]

set non_clock_inputs [all_inputs -no_clocks]
set_input_delay [expr $clk_period * $clk_io_pct] -clock clk0 $non_clock_inputs
set_output_delay [expr $clk_period * $clk_io_pct] -clock clk0 [all_outputs]
$ cat design/flow/design.v
`timescale 1ns / 1ps
module oe_gen(
	clk,
	OE_DIGIT
	);
	input	clk;
	output	[1:0]	OE_DIGIT;
	reg      [19:0]  OEN_counter;
	always @(posedge clk)
		begin
			OEN_counter <= OEN_counter + 1;
		end
	assign OE_DIGIT = OEN_counter[17:16];
endmodule
$ cat design/flow/run.sh
#!/bin/bash
# OpenROAD 26Q1-2900-gdf79404cd8, Yosys 0.63+post, stock flow scripts
make -C /OpenROAD-flow-scripts/flow DESIGN_CONFIG=/design/flow/config.mk WORK_HOME=/design/flow/orfs finish
==> flow_summary_export.csv <==
group,metric,value,unit
timing,finalCriticalPeriod,1770,ps
die,rows,21,
placed_design,port_buffers,2,
critical_path,r2r_end,"OEN_counter[12]",
die,fp_util,0.205,
pwr,peakVddDrop,242,uV
clock_network,cts_tree,"built",
cells_and_area,instances_no_fill,111,
critical_path,r2r_setup_slack,1870,ps
timing,period_used_share,0.553,
die,ioPinCount,3,
synthesis,ys_types,15,
critical_path,arrival,1130,ps
clock_network,clock_sinks,18,
pwr,leakage,0.277,nW
synthesis,yosysWarningCount,1,
timing,final.setup.worst_slack,1430,ps
grt,grt_pass1_wl,1440,um
cells_and_area,top_regs,"OEN_counter: 18 flops",
synthesis,top_area_frac,0.513,
grt,grt_max_degree,11,
critical_path,max_stage_delay,480,ps
cells_and_area,largest_reg_flops,18,
clock_network,clkSlewWorstSetupHoldPaths,90,ps
drt,wl_per_cell,7.53,um
run,warnings,25,
synthesis,syn_area,702,um^2
grt,grt_pass1_vias,325,
drt,dr_total_vias,386,
cells_and_area,largest-register,"OEN_counter",
clock_network,clock_latency,280,ps
die,die_height,80,um
grt,overflow,0,
synthesis,synth_seq_share,0.513,
worst_hold_path,hold_path_class,"reg2reg",
pwr,power_density,445,nW/um^2
clock_network,cts_setup_buffers,0,
outcome,outcome,"finished, final reports clean",
timing,setup_tns,0,ps
critical_path,reg2reg_from,"OEN_counter[0]",
critical_path,setup.worst_path.start,"OEN_counter[16]",
timing,max_freq,565,MHz
timing,setup_viol,0,
cells_and_area,logic_area,323,um^2
synthesis,ys_area,702,um^2
cells_and_area,drive_above_1_share,0.138,
critical_path,critPathRequiredTime,2560,ps
timing,hold_viol,0,
clock_network,cts_buffer_depth,2,
drt,vias_per_cell,3.48,
grt,antenna_found_initial,0,
clock_network,cts_resized,0,
placed_design,pre_cts_ws,1730,ps
cells_and_area,areaGrowthSynthToFinish,14.1,%
die,core_region_area,3420,um^2
worst_hold_path,hold_depth,1,
run,maxCapViolCount,0,
critical_path,rr_worst_depth,5,
critical_path,slowest_stage,"clkdlybuf4s50_1",
drt,ant_nets,0,
clock_network,cts_hold_buf,0,
timing,slew-limit-headroom,0.823,
cells_and_area,ff_latch_area,360,um^2
synthesis,yosysTopAreaCell,"dfxtp_1",
timing,skew,1.17,ps
synthesis,ys.flops,18,
cells_and_area,fillers,369,
critical_path,critPathKind,"reg2out",
critical_path,cp.depth,1,
synthesis,area_leaders,"dfxtp_1 51%, xnor2_1 12%, xor2_1 7.5%",
grt,track_usage,0.0279,
critical_path,critPathTopFamily,"buffers and inverters",
clock_network,cts_max_level,1,
die,dieArea,6400,um^2
timing,drv_slew,0,
critical_path,crit_buf_inv,1,
clock_network,root_buffer,"clkbuf_4",
drt,drt_iter0_markers,24,
synthesis,ys_cells,61,
die,fp.dieW,80,um
placed_design,gp_congestion,0.748,
synthesis,syn_area_per_cell,11.5,um^2
critical_path,path_cells,"clkdlybuf4s50_1",
placed_design,dp.cells,107,
drt,wirelength,836,um
synthesis,syn_inst,61,
drt,drc_errors,0,
timing,rsz0062_at_grt,"false",
critical_path,start_kind,"flop",
critical_path,crit_fanout,3,
clock_network,numCtsBuffers,3,
drt,first_pass_iters,2,
timing,worst_hold_slack,417,ps
critical_path,endpoint,"OE_DIGIT[0]",
timing,tightest_slew,265,ps
critical_path,endpoint_kind,"output pin",
drt,diodes,0,
## where the power goes
group	switching, W	internal (W)
clock network	0.0000635	0.0000692
logic	0	0
registers	0	0.000224
## synth_stat cells
cell type / instances
xor2_1: 6
nor2_1: 3
nand3_4: 2
buf_4: 2
nand3_1: 4
dfxtp_1: 18
nand2_1: 6
xnor2_1: 10
inv_1: 1
and3_1: 1
nand4_1: 1
nor3_4: 2
nand3_2: 1
and4_1: 3
ha_1: 1
## worst min-delay path by stage
stage	startpoint	endpoint
4_1_cts	OEN_counter[0]	OEN_counter[0]
6_report	OEN_counter[0]	OEN_counter[0]
5_1_grt	OEN_counter[0]	OEN_counter[0]
## cells in the final DEF, fill, tap and decap left out, drive strengths merged
cell type      count
xnor2             10
inv                1
nand2              6
clkdlybuf4s50      2
dfxtp             18
xor2               6
nor3               2
nor2               3
and4               3
clkbuf             4
and3               1
nand3              7
ha                 1
nand4              1
## routing by layer
| metal | part of all wire | GRT usage | vias up |
|---|---|---|---|
| met5 | 0 | 0 | - |
| met4 | 0.012 | 0.00352 | 0 |
| met3 | 0.080 | 0.0193 | 2 |
| met2 | 0.38 | 0.0353 | 5 |
| li1 | - | - | 211 |
| met1 | 0.53 | 0.0386 | 168 |
## cell families (layout without fill, tap and decap cells)
family | Yosys count | in the layout | synth area share
xor gates and xnor gates | 16 | 16 | 0.200
DFF | 18 | 18 | 0.513
buffers and inverters | 3 | 7 | 0.0267
and+or+nand+nor | 23 | 23 | 0.242
adders and majority gates | 1 | 1 | 0.0178
## through the flow
stage                     cell area [um^2]  total power [W]  utilization
final                                  801         0.000356        0.234
after detailed placement               764         0.000229        0.224
after global routing                   801         0.000374        0.234
after global placement                 764         0.000229        0.224
after floorplan                        702         0.000229            -
after CTS                              801         0.000362        0.234
## area by class of cell
class / instances / area share
Multi-Input combinational cell: 40 / 0.403
Clock buffer: 4 / 0.0453
Inverter: 1 / 0.00469
Timing Repair Buffer: 2 / 0.0250
Sequential cell: 18 / 0.450
Tap cell: 46 / 0.0719
Power is estimated from default activity; no workload was simulated.

==> flow/design.v <==
`timescale 1ns / 1ps
module pulse1(
		  clk,
        reset,
        start,
        sec1,
        sec1_counter
	 );
input                   clk;
        input                   reset;
        input                   start;
        output reg              sec1;
        output reg      [31:0]  sec1_counter;
        parameter       [31:0]  param_1second = 32'h01F78A40;
        always @(posedge clk)
        begin
                if (reset) begin
                        sec1_counter <= 32'b0;
                        sec1         <= 1'b0;
                end else begin
                        if (start) begin
                                if (sec1_counter == param_1second) begin
                                        sec1_counter <= 32'b0;
                                        sec1         <= 1'b1;
                                end else begin
                                        sec1_counter <= sec1_counter + 1;
                                        sec1         <= 1'b0;
                                end
                        end
                end
        end
endmodule
==> flow/run.sh <==
#!/bin/bash
# OpenROAD 26Q1-2900-gdf79404cd8, Yosys 0.63+post, stock flow scripts
make -C /OpenROAD-flow-scripts/flow DESIGN_CONFIG=/design/flow/config.mk WORK_HOME=/design/flow/orfs finish
==> flow/config.mk <==
export PLATFORM = sky130hd
export DESIGN_NAME = pulse1
export DESIGN_NICKNAME = pulse1
export VERILOG_FILES = /design/flow/design.v
export SDC_FILE = /design/flow/constraint.sdc
export NUM_CORES = 4
export LEC_CHECK = 1
export CORE_AREA = 10 10 111 111
export DIE_AREA = 0 0 121 121
==> flow/constraint.sdc <==
current_design pulse1

set clk_period 4.8
set clk_io_pct 0.2

create_clock -name clk0 -period $clk_period [get_ports {clk}]

set non_clock_inputs [all_inputs -no_clocks]
set_input_delay [expr $clk_period * $clk_io_pct] -clock clk0 $non_clock_inputs
set_output_delay [expr $clk_period * $clk_io_pct] -clock clk0 [all_outputs]
==> GITHUB_STEP_SUMMARY <==
## Synthesis and layout report

| Metric | Value |
|---|---|
| Synth Seq Share | `38.0%` |
| Hold Vio Cnt, Final | `0` |
| Largest net degree at the start of global routing | `24` |
| Antenna cells | `0` |
| Static leakage | `0.689 nW` |
| Global-route wire length before repair | `8540 um` |
| Count leader, synth | `dfxtp_1` |
| Synth Warn # | `1` |
| Req. time, crit path | `5020 ps` |
| Core Region | `9860 um2` |
| Die Size | `14600 um2` |
| DP HPWL | `3770 um` |
| Final setup fails | `0` |
| Tool warnings | `26` |
| TritonCTS Buffers | `5` |
| Synth top area cells | `dfxtp_1 38%, nand4_1 5.0%, o31ai_1 4.8%` |
| Post-synth regs | `33` |
| Synth cell count leaders | `33 x dfxtp_1, 18 x nor2_1, 14 x a21oi_1, 14 x nand4_1` |
| Final min period | `2850 ps` |
| Critical Setup Path Class | `input pin to flop` |
| H-tree depth | `2` |
| Clk root buf | `clkbuf_8` |
| Max VDD drop | `0.0822 mV` |
| Final weighted congestion in routability-driven placement | `0.879` |
| Max Clk Rate | `351 MHz` |
| Total Power | `0.000573 W` |
| Slowest stage cell, crit path | `clkdlybuf4s50_1` |
| Slew headroom | `70.5%` |
| Late-Pin Clk Latency | `290 ps` |
| CTS tree | `yes` |
| Initial Util | `17.6%` |
| Ratio of cells with drive above 1 in the final layout | `7.17%` |
| MaxCap Viol Count | `0` |
| Mean Syn Cell Area | `8.56 um2` |
| Dominant cell area share | `38.0%` |
| CP Data Arrival Time | `3070 ps` |
| Avg Vias per Cell | `4.52` |
| Drt total wl | `5210 um` |
| Fraction of registers with async set/reset | `0%` |
| CP max stage delay | `680 ps` |
| Antenna violations before repair | `0` |
| GRT Resource Usage Total | `7.11%` |
| # Cells Yosys | `203` |
| Antenna Violating Nets Remaining | `0` |
| Count of cell types in the netlist | `34` |
| WHS Path Cells | `2` |
| Status | `completed` |
| DP Area | `2220 um2` |
| EDFF count, synth | `0` |
| RSZ-0062 raised after global routing | `no` |
| Slew Limit Fails | `0` |
| Yosys Chip Area | `1740 um2` |
| Cell count after synthesis | `203` |
| Period Utilization, post-route | `59.4%` |
| Wire per inst | `14.1 um` |
| Post-synthesis cell area | `1740 um2` |
| Worst hold path class | `flop to flop` |
| PortBufs | `35` |
| Top-level I/O count | `36` |
| Clock buffer depth | `2` |
| CP endpoint kind | `flop` |
| Cts hold-fix bufs | `0` |
| Finished layout cell area | `2340 um2` |
| Crit path cell chain | `clkdlybuf4s50_1, nand4_4, or3_4, or4_1, a21oi_1` |
| Reg2Reg Depth | `5` |
| Num Clock Sinks | `33` |
| Hold WS | `533 ps` |
| Setup bufs post-CTS | `0` |
| Area growth, synth to finish | `34.7%` |
| Final TNS setup | `0 ps` |
| Final WS setup | `1950 ps` |
| Setup crit start kind | `input pin` |
| Resized Gates After CTS | `0` |
| Cell taking the most area after synthesis | `dfxtp_1` |
| Post-synth top flop | `dfxtp_1` |
| Post-Route Skew | `8.89 ps` |
| DR DRC count | `0` |
| Via Count | `1672` |
| Horiz. Die Dim | `121 um` |
| Chip height | `121 um` |
| Cell Pwr Density | `245 nW/um2` |
| Starting DRT DRC Count | `84` |
| FP Rows | `36` |
| CP Max Fanout | `13` |
| Clock slew at reported path FFs | `70 ps` |
| Worst slack at placement | `1640 ps` |
| Grt ovf | `0` |
| Slew @ Worst Pin | `443 ps` |
| Vias in the first global route | `1519` |
| 1st-pass router iterations | `4` |
-- state kept, by name (all words and copies together) (netlist names) --
| signal | flops |
|---|---|
| sec1 | 1 |
| sec1_counter | 32 |
-- final cells by class --
| type | instances | area, um2 |
|---|---|---|
| multi-input cells | 153 | 1010 |
| inverters | 7 | 26.3 |
| repair buffers | 36 | 358 |
| well taps | 133 | 166 |
| clock inverters | 1 | 30.0 |
| fillers | 1043 | 7520 |
| clock buffers | 7 | 86.3 |
| flip-flops and latches | 33 | 661 |
-- cell families (layout without fill, tap and decap cells) --
logic type,count (synthesis),count (layout),share of synthesized area (%)
simple gates,100,100,35.6
compound gates,36,36,12.9
flops,33,33,38.0
buf+inv,17,51,4.46
xor+xnor,14,14,7.06
fa+ha+maj,2,2,1.44
mux,1,1,0.576
-- cells in the final DEF, fill, tap and decap left out, types with 8 or more instances in the layout --
master,count
dfxtp_1,33
and4_1,8
nand3_1,8
a21oi_1,14
nand2_1,11
clkdlybuf4s50_1,35
xor2_1,8
o31ai_1,10
nor2_1,18
or4_1,9
nand4_1,14
-- per-stage QoR --
stage	std cells	util, %
finish	370	23.7
CTS	370	23.7
detailed placement	362	22.6
global placement	362	22.6
floorplan	203	-
global route	370	23.7
-- power by group --
group	internal, W	switching [W]
Combinational	0.00000868	0.00000976
Clock	0.000169	0.000105
Sequential	0.000275	0.00000465
-- worst max-delay path: cells and delay by family --
kind,cells,cell delay [ps]
and+or+nand+nor,3,1280
buffers and inverters,1,680
AOI/OAI and AO/OA,1,140
-- worst paths after layout --
path | from | end | slack, ps
max | start | sec1_counter[29] | 1950
min reg2reg | sec1_counter[29] | sec1_counter[29] | 530
min | sec1_counter[29] | sec1_counter[29] | 530
max reg2reg | sec1_counter[0] | sec1_counter[26] | 2550
-- per-layer routing --
metal / vias up / global-route usage (%) / part of all wire, %
li1: 840 / - / -
met1: 780 / 10.1 / 46
met2: 46 / 9.80 / 41
met3: 6 / 3.59 / 11
met4: 0 / 0.603 / 0.88
met5: - / 0 / 0
Power and IR drop assume default switching activity.

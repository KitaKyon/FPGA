===== run.sh =====
#!/bin/bash
# OpenROAD 26Q1-2900-gdf79404cd8, Yosys 0.63+post, stock flow scripts
make -C /OpenROAD-flow-scripts/flow DESIGN_CONFIG=/design/flow/config.mk WORK_HOME=/design/flow/orfs finish

===== config.mk =====
export PLATFORM = sky130hd
export DESIGN_NAME = pulse1sec
export DESIGN_NICKNAME = pulse1sec
export VERILOG_FILES = /design/flow/design.v
export SDC_FILE = /design/flow/constraint.sdc
export NUM_CORES = 4
export LEC_CHECK = 1
export CORE_AREA = 10 10 108 108
export DIE_AREA = 0 0 118 118

===== constraint.sdc =====
current_design pulse1sec

set clk_period 5.6
set clk_io_pct 0.2

create_clock -name clk0 -period $clk_period [get_ports {clk}]

set non_clock_inputs [all_inputs -no_clocks]
set_input_delay [expr $clk_period * $clk_io_pct] -clock clk0 $non_clock_inputs
set_output_delay [expr $clk_period * $clk_io_pct] -clock clk0 [all_outputs]

===== design.v =====
`timescale 1ns / 1ps
module pulse1sec(
	clk,
	reset,
	start,
	sec1,
	sec1_counter 
  );
	input	clk;
	input	reset;
	input	start;
	output reg	sec1;
	output reg	[31:0]	sec1_counter;
	parameter	[31:0]	param_1second = 32'h2FAF080;
	always @(posedge clk)
		begin
		if (reset) begin
			sec1_counter <= 32'b0;
			sec1         <= 1'b0;
			end else begin
				if (start) begin
					if (sec1_counter == param_1second) begin
						sec1_counter <= 32'b0;
						sec1         <= 1'b1;
					end else begin
						sec1_counter <= sec1_counter + 1;
						sec1         <= 1'b0;
					end
				end
			end
		end
endmodule

==> git commit body <==
Refresh implementation metrics

- Routed vias: 1593
- The share of total power dissipated in the clock network is 0.437.
- Proportion of power drawn by combinational gates: 0.033
* Layout fillers: 1018
- In this run the tools logged warnings totalling 26.
* Ratio of cells with drive above 1 in the final layout: 0.0702
* Share of synthesized registers carrying an async set or reset: 0
- Counting instances, the worst hold path has a depth of 2.
- The worst VDD IR drop from the latest analysis is 0.0000952 V.
- Placement Cell Area: 2150 um2
- For the final routed database, the setup TNS stands at 0 ps.
- Slew at the pin closest to its max-slew limit: roughly 570 ps
* Yosys cell count: between 150 and 200
- Global route summary, busiest routing layer listed as met2.
- CTS tree: done
* Startpoint of the worst hold path: sec1_counter[20]
- The report lists the number of cells resized after CTS as 0.
* Root buf cell: clkbuf_8
- Crit path required time: 5780 ps
- The setup path with the least slack is of type input port to register.
* Worst Reg2Reg Path Length in Cells: 7
- Critical Path Start Type: input port
* Clock transition at the registers of the reported paths: 70 ps
- Dividing the final minimum period by the clock period gives 0.603.
- The script parses the final routing iteration and logs DRC violations as 0.
- Crit Path Max Fanout: 20
- Number of H-tree levels: 2
* Buffers on Ports: 35
- Cell count after placement: 349
- The final timing report counts setup violations totalling 0.
* Fin area: 2250 um2
- The floorplan has 35 rows.
- The setup check on the worst reg-to-reg path leaves a slack of 3160 ps.
* Detail Placement HPWL: ~3.7 mm
- Per the detail_route report, inserted antenna diodes total 0.
* Global routing usage on met1: 0.0946
* Total I/O pin count: 36
- DR WL/cell: 13.8 um
- Time the worst path needs with I/O delays and setup: 3380 ps
* Synth Register Bits: 33
- The worst register-to-register path begins at sec1_counter[0].
- In the Yosys stats the netlist draws on 33 distinct library cells.
* Internal power component: 0.000355 W
- Across all checked pins, the minimum headroom to the slew limit is 0.622.
- The floorplan step defined a core boundary enclosing 9280 um2.
* Util after Layout: 0.243
- Die ar.: 13900 um2
* Sequential share of the synthesized area: 0.396
- Of the total power, registers draw 0.530.
* Synthesis area per yosys: between 1500 and 2000 um2
- The mapped netlist covers 1670 um2.
- Worst R2R End: sec1_counter[21]
- The die is between 100 and 150 um wide.
- Pre-Repair DR Iteration Count: 5
- The worst setup path is captured at a register.
- The report counts max-capacitance violations totalling 0.
- The analysis attributes to net switching a power of 0.0000956 W.
- Result of the run: completed
* Start point of the critical path: start
- Initial cell density of the core: 0.180
- Total congestion overflow: 0
* Routed vias/inst: 4.46
* Area growth from synthesis to layout: 35.1%
- The synthesis report lists the Yosys warning total as 1.
* Iteration-0 DRC count of the detailed router: 110
- The path with the worst hold slack has its endpoint at sec1_counter[20].
* Clk latency of the worst-skew pair: 280 ps
- Main flop type after synthesis: dfxtp_1
- CTS sink cnt: 33
* Maximum clock frequency: 0.296 GHz
* Met2 demand-to-capacity share in global routing: 0.114
* Max Root-Sink Buffers: 2
- The first global-routing pass estimated 8.45 mm of wire.
* GR Layer Usage met3: 0.0248
- The count of nets left with antenna violations once routing finished came out at 0.
* Chip height: between 100 and 150 um
* Final Non-Filler Cells: 357
- Per the OpenROAD power report, leakage power amounts to 0.676 nW.
* Final hold violation count: 0
- The type recorded for the worst min-delay path is register to register.
* Max Slew Vio Count: 0
* Global-route usage over all layers: 0.0721
- Cell count after synthesis: 194
- RSZ-0062 raised after global routing: no
- The number of global-route vias before repair was 1516.
* Initial antenna violation count: 0
- RD Place Congestion: about 0.84
- Buffers added to address setup during post-CTS repair amount to 0.
- Worst-case clock skew: 4.42 ps
* Sw Share: 0.212
* Signal arrival time at the worst endpoint: 3560 ps
* Number of buffers added by the clock tree synthesis step: 5
- In this run, post-CTS hold repair placed 0 buffers.
- The final layout contains routed wiring with a total length of 4.94 mm.
* Cell Pwr Density: 200 nW/um2
- Synthesized area per cell: 8.59 um2
* Maximum number of pins on one net before global-route repair: 21
- The post-synth count of flops with an enable pin is 0.
==> cells in the mapped netlist (all sizes together) (3+ instances only) <==
master | number | area share
nor2 | 15 | 0.034
nand3 | 7 | 0.021
xor2 | 8 | 0.042
xnor2 | 5 | 0.026
and3 | 5 | 0.019
nor4 | 4 | 0.015
a21oi | 17 | 0.053
or3 | 7 | 0.027
clkbuf | 5 | 0.011
and4 | 5 | 0.027
or4 | 13 | 0.061
dfxtp | 33 | 0.40
buf | 5 | 0.015
nand4 | 16 | 0.064
and2 | 4 | 0.015
o21ai | 6 | 0.018
inv | 3 | 0.0068
o31ai | 12 | 0.057
nand2 | 12 | 0.027
==> cells by family after synthesis <==
family,count (synthesis),synth area share
AND/OR/NAND/NOR,94,0.338
AND-OR/OR-AND,38,0.143
flip-flops,33,0.396
XOR/XNOR,13,0.0683
buffers and inverters,13,0.0330
adder cells (fa/ha/maj),2,0.0150
multiplexers,1,0.00601
==> stage by stage <==
step / total power (W) / setup WS, ps / hold slack (ps)
floorplan: 0.000252 / 2970 / 460
global placement: 0.000259 / 1910 / 503
detailed placement: 0.000259 / 1910 / 510
CTS: 0.000457 / 2230 / 521
global route: 0.000473 / 2040 / 544
finish: 0.000450 / 2220 / 518
==> power by group through the flow <==
stage,clock network [W],logic [W],registers (W)
after global routing,0.000217,0.0000172,0.000239
final,0.000197,0.0000150,0.000239
after CTS,0.000203,0.0000154,0.000239
==> worst max path at each step <==
stage / cells past startpoint / to
after global routing: 6 / sec1_counter[21]
after CTS: 6 / sec1_counter[21]
final: 6 / sec1_counter[21]
==> worst max-delay path: stages <==
cell             delay [ps]
clkdlybuf4s50_1         630
nand4bb_1               130
or4_1                   590
o31ai_4                 550
buf_4                   340
o21ba_2                 190
==> state kept, by name, summed over array words and instances (netlist names) <==
signal,cells
sec1,1
sec1_counter,32
==> routing by layer <==
| metal | share of wire | routed length [um] |
|---|---|---|
| met5 | 0 | 0 |
| met1 | 0.45 | 2240 |
| met2 | 0.47 | 2300 |
| met3 | 0.066 | 328 |
| met4 | 0.014 | 70 |
==> cell type report <==
cell class / count / area [um2] / area share
multi-input combinational: 148 / 960 / 0.426
tap: 129 / 161 / 0.0717
clock buffer: 7 / 96.3 / 0.0428
inverter: 3 / 11.3 / 0.00500
sequential: 33 / 661 / 0.293
clock inverter: 1 / 5.00 / 0.00222
timing repair buffer: 36 / 358 / 0.159
==> placed cells by master (no fill, tap or decap), types with 2 or more instances in the layout <==
| master | n |
|---|---|
| clkbuf_8 | 7 |
| nand4_1 | 15 |
| or3_1 | 6 |
| xor2_1 | 8 |
| nand2_1 | 12 |
| o21ai_0 | 6 |
| ha_1 | 2 |
| xnor2_1 | 5 |
| and4_1 | 4 |
| nand3_1 | 7 |
| or4_1 | 12 |
| and2_1 | 4 |
| nand4bb_1 | 2 |
| inv_1 | 3 |
| clkdlybuf4s50_1 | 35 |
| nor3_1 | 2 |
| nor4_1 | 4 |
| and3_1 | 5 |
| o21a_1 | 2 |
| dfxtp_1 | 33 |
| nor2_1 | 15 |
| a21oi_1 | 16 |
| o31ai_1 | 11 |
Power is estimated from default activity; no workload was simulated.
